==> ./design.v <==
module if_stage  (	input logic 	      clk,              
				  	input logic 	      rst,              
				  	input logic 	      mem_wb_valid_inst,
			      	input logic   	  ex_take_branch_out, 
				  	input logic [31:0]  ex_target_PC_out,   
				  	input logic [31:0]  Imem2proc_data,     
					input logic stall_in,
				  	output logic [31:0] proc2Imem_addr,     
				  	output logic [31:0] if_PC_out,          
				  	output logic [31:0] if_NPC_out,         
			      	output logic [31:0] if_IR_out,          
				  	output logic        if_valid_inst_out   
				  );
logic [31:0] PC_reg; 				    
logic [31:0] PC_plus_4;
logic [31:0] next_PC;
logic 	PC_enable;
assign proc2Imem_addr ={PC_reg[31:2], 2'b0};
assign if_IR_out = Imem2proc_data;
assign PC_plus_4 = PC_reg + 4;
assign next_PC = (ex_take_branch_out) ? ex_target_PC_out : PC_plus_4;
assign PC_enable = ex_take_branch_out | (~stall_in);
assign if_PC_out = PC_reg;
assign if_NPC_out = PC_plus_4;
always_ff @(posedge clk) begin
	if(rst)
		PC_reg <= 0;        
	else if(PC_enable)
		PC_reg <= next_PC;  
end
assign if_valid_inst_out = 1;
endmodule   
==> ./run.sh <==
#!/bin/bash
# OpenROAD 26Q1-2900-gdf79404cd8, Yosys 0.63+post, stock flow scripts
make -C /OpenROAD-flow-scripts/flow DESIGN_CONFIG=/design/flow/config.mk WORK_HOME=/design/flow/orfs finish
==> ./config.mk <==
export PLATFORM = sky130hd
export DESIGN_NAME = if_stage
export DESIGN_NICKNAME = if_stage
export VERILOG_FILES = /design/flow/design.v
export SDC_FILE = /design/flow/constraint.sdc
export NUM_CORES = 4
export LEC_CHECK = 1
export CORE_AREA = 10 10 134 134
export DIE_AREA = 0 0 144 144
==> ./constraint.sdc <==
current_design if_stage

set clk_period 6.6
set clk_io_pct 0.2

create_clock -name clk0 -period $clk_period [get_ports {clk}]

set non_clock_inputs [all_inputs -no_clocks]
set_input_delay [expr $clk_period * $clk_io_pct] -clock clk0 $non_clock_inputs
set_output_delay [expr $clk_period * $clk_io_pct] -clock clk0 [all_outputs]
==> flow_results.org <==
* Implementation run

** Worst setup path
- The largest individual stage delay along the critical path comes from the cell sky130_fd_sc_hd__or3_1.
- Maximum fanout along the worst path :: 12
- Reg2reg end :: PC_reg[18]
- On the critical path the data arrives at a little over 3 ns.
- Critical path required time :: around 5.3 ns
- The worst setup path is launched from a register.
- The critical path is of the reg -> out type.
- In this run the register-to-register setup slack is about 3.9 ns.
- Peak per-stage delay on the critical path :: 0.70 ns
- Startpoint of the lowest-slack register-to-register path :: PC_reg[2]
- Sequence of cells on the critical path :: ha_1 > nand3_1 > or3_1 > nor3_1 > xor2_1 > clkdlybuf4s50_1
- STA classifies the critical path endpoint as an output pin.
- R2R depth :: 5

** Floorplan
- At the floorplan stage, the core utilization is reported as 0.1907.
- Std-Cell Core Area :: around 0.015 mm2
- For this design the top-level I/O count stands at about 200.
- DIE AREA :: a little over 0.02 mm2
- Die Ht :: ~140 um
- Total number of placement rows :: between 40 and 50
- In this run the horizontal extent of the chip is roughly 140 um.

** Clock tree
- In this run, post-CTS repair resized a total of 0 instances.
- Later-pin clock latency in the skew report :: 0.27 ns
- The CTS log lists the clock sinks for this run as 32.
- Maximum number of buffers from clock root to sink :: 2
- In this run, post-CTS hold repair placed 0 buffers.
- H-tree Lvls :: 2
- Total clock buffers created by CTS :: 5
- In this run the clock root is driven by a sky130_fd_sc_hd__clkbuf_16.
- TritonCTS clock tree :: built
- Clock transition at path regs :: approximately 0.060 ns
- Post-CTS timing repair inserted 0 buffers for setup.

** Hold path
- In the hold timing report, the worst path depth is 2.
- Checking hold timing, the worst path is listed with class reg -> reg.
- Hold path startpoint :: PC_reg[1]
- Worst min-delay path endpoint :: PC_reg[1]

** Timing
- Sum Neg Setup Slack :: 0 ns
- Actual slew at the worst max-slew pin :: roughly 0.5 ns
- Number of setup violations in the final report :: 0
- Unrepaired setup endpoints after global routing :: no
- Clock Skews :: about 0.0058 ns
- Final critical delay including setup and external delays :: 4.369 ns
- In the final report, the number of pins over their slew limit comes to 0.
- Period utilisation layout :: 0.6620
- Across all checked pins, the minimum headroom to the slew limit is 0.6586.
- Final-report hold violation count :: 0
- Fmax :: around 0.23 GHz

** Layout
- After routing the design area is slightly below 0.004 mm2.
- After filler insertion, the fill cell instance count of the layout stands at ~1600.
- The layout summary lists the proportion of cells stronger than drive strength 1 as 0.04762.
- The register with the most flip-flops in the layout has 32 of them.
- The area growth from synthesis to layout is 37.25%.

** Placed design
- Total of buffers placed on input and output ports :: about 130
- Area post-placement :: approximately 0.0038 mm2
- HPWL after detailed placement :: about 8000 um
- Per the gpl log, the routability congestion estimate is ~0.8.

** Global routing
- The initial antenna violation count came to 0.
- Via count of the first global-routing pass :: approximately 2700
- Global-route wire length before repair :: roughly 16000 um
- Global route overflow :: 0
- Largest net degree at the start of global routing :: approximately 45
- Global-route usage over all layers :: 0.09828

** Detailed routing
- Number of nets with antenna violations after detailed routing :: 0
- The routed layout has about 2800 vias.
- 1st-pass router iterations :: 4
- Post-detailed-routing wire length :: about 10000 um
- Count of inserted antenna diode cells :: 0
- For this run, the detailed router reports a per-instance via density of ~4.5.
- Average wire per standard cell :: approximately 17 um
- The routed layout reports a DRC error count of 0.
- DRC violation total after the first TritonRoute iteration :: between 150 and 200

** Logic synthesis
- Among all cell types in the netlist, the one instantiated most often is sky130_fd_sc_hd__buf_4.
- The cell count after synthesis came out at between 300 and 400.
- Number of enable-type register cells in the synthesized netlist :: 0
- Of the post-synthesis cell area, the dominant cell type holds 0.2217.
- Sorting the Yosys area breakdown by cell type puts at the top sky130_fd_sc_hd__dfxtp_1.
- For reference, the top cells by count after synthesis are sky130_fd_sc_hd__buf_4, sky130_fd_sc_hd__nor2_1, sky130_fd_sc_hd__dfxtp_1, sky130_fd_sc_hd__xor2_1, sky130_fd_sc_hd__nand2_1.
- Number of flip-flops and latches in the synthesized netlist :: 32
- For this run, asynchronously set or reset flops after synthesis account for 0.
- Number of warnings issued by yosys :: 1
- The synthesized netlist was found by Yosys to have roughly 380 cells.
- Mean cell area of the mapped netlist :: ~7.7 um2
- In this run the cell area of the synthesized design comes to between 0.002 and 0.003 mm2.
- Among all flip-flop cells after synthesis, the most frequent one is sky130_fd_sc_hd__dfxtp_1.
- Post-synth cell types :: ~45
- Ranked by total cell area, the synthesized netlist is headed by sky130_fd_sc_hd__dfxtp_1, sky130_fd_sc_hd__buf_4, sky130_fd_sc_hd__xor2_1.
- Chip area in the Yosys report :: between 0.002 and 0.003 mm2
- Portion of the post-synthesis area used by sequential elements :: 0.2217

** Power and ir drop
- Pwr dens :: ~160 mW/mm2
- Static leakage power :: 1.381 nW
- The worst-case IR drop observed on VDD is 0.00007488 V.

** Run
- The tool flagged a number of max-cap violations equal to 0.
- Across all stage logs, warnings added up to 26.

** Outcome
- The flow ran to the end, and the final reports show no timing, DRC or antenna violations.
==> stage by stage <==
step | cells | setup slack (ns) | utilization | hold WS [ns] | power [W]
floorplan | 376 | 3.473 | - | 0.4617 | 0.0003038
global placement | 601 | 2.471 | 0.2517 | 0.5011 | 0.0003904
detailed placement | 601 | 2.475 | 0.2517 | 0.5153 | 0.0003904
CTS | 608 | 2.154 | 0.2618 | 0.5282 | 0.0006389
global route | 608 | 1.944 | 0.2618 | 0.5586 | 0.0006584
finish | 608 | 2.231 | 0.2618 | 0.5229 | 0.0006238
==> critical path, delay by kind of cell, from the launching register on <==
family        cells  cell delay (ns)
simple gates      3             1.30
buf+inv           1             0.52
flops             1             0.50
fa+ha+maj         1             0.28
xor+xnor          1             0.17
==> final cells by class <==
cell class                 instances  area, um2  share of cell area
multi-input combinational        236       1567              0.3951
timing repair buffer             134       1329              0.3351
sequential                        32      640.6              0.1616
tap                              188      235.2             0.05932
clock buffer                       7      152.6             0.03850
inverter                          11      41.29             0.01041
==> power breakdown <==
| part | internal (W) | total, W | switching, W |
|---|---|---|---|
| registers | 0.000207 | 0.000238 | 0.0000310 |
| logic | 0.000103 | 0.000145 | 0.0000419 |
| clock network | 0.000158 | 0.000241 | 0.0000827 |
==> placed cells by master, fill, tap and decap left out, drive strengths merged, types with 4 or more instances in the layout <==
cell type and count:
a2111oi 5, a211oi 16, a311oi 8, and3 5, and4 9, buf 5
clkbuf 7, clkdlybuf4s50 129, dfxtp 32, inv 10, nand2 21, nand3 6
nand4 15, nor2 37, nor3 10, nor4 13, o21ai 4, o31ai 4
or3 7, or4 6, xnor2 20, xor2 22
==> kinds of logic (layout without fill, tap and decap cells) <==
group | count (synthesis) | count (layout) | synth area share
fa+ha+maj | 1 | 1 | 0.004330
flops | 32 | 32 | 0.2217
simple gates | 138 | 138 | 0.2672
xor+xnor | 42 | 42 | 0.1273
compound gates | 49 | 49 | 0.1291
other cells | 2 | 3 | 0.002599
buf+inv | 108 | 152 | 0.2373
mux | 3 | 3 | 0.01039
==> layer usage <==
layer / global-route usage / wire [um] / share of wire
met1: 0.1310 / 4441 / 0.42
met2: 0.1546 / 4803 / 0.46
met3: 0.03727 / 1184 / 0.11
met4: 0.006985 / 42 / 0.0040
met5: 0 / 0 / 0
==> how the worst max path moves through the flow <==
stage,startpoint,end,slack (ns),cells past startpoint
CTS,PC_reg[2],if_NPC_out[22],2.15,6
global route,PC_reg[2],if_NPC_out[28],1.94,6
finish,PC_reg[2],if_NPC_out[22],2.23,6
Power figures rest on the tool's default switching activity, not on a simulated workload.
