$ cat flow/design.v
module wb_stage(
	input logic [31:0] mem_wb_mem_result,
	input logic [31:0] mem_wb_alu_result,
	input logic mem_wb_rd_mem,
	input logic mem_wb_valid_inst,
	output logic [31:0] wb_reg_wr_data_out
);
assign wb_reg_wr_data_out = (mem_wb_rd_mem & mem_wb_valid_inst) ? mem_wb_mem_result : mem_wb_alu_result;
endmodule
$ cat flow/run.sh
#!/bin/bash
# OpenROAD 26Q1-2900-gdf79404cd8, Yosys 0.63+post, stock flow scripts
make -C /OpenROAD-flow-scripts/flow DESIGN_CONFIG=/design/flow/config.mk WORK_HOME=/design/flow/orfs finish
$ cat flow/config.mk
export PLATFORM = sky130hd
export DESIGN_NAME = wb_stage
export DESIGN_NICKNAME = wb_stage
export VERILOG_FILES = /design/flow/design.v
export SDC_FILE = /design/flow/constraint.sdc
export NUM_CORES = 4
export LEC_CHECK = 1
export CORE_AREA = 10 10 71 71
export DIE_AREA = 0 0 81 81
$ cat flow/constraint.sdc
current_design wb_stage

set clk_period 2.7
set clk_io_pct 0.2

create_clock -name clk0 -period $clk_period

set non_clock_inputs [all_inputs -no_clocks]
set_input_delay [expr $clk_period * $clk_io_pct] -clock clk0 $non_clock_inputs
set_output_delay [expr $clk_period * $clk_io_pct] -clock clk0 [all_outputs]
==> flow_summary.json <==
{
  "yosysTopAreaCellShare_pct": 82.8,
  "wire_per_inst_um": 15.3,
  "final-hold-violation-count": 0,
  "met2_wirelength_um": 1330,
  "synth.top_cells.by_area": "sky130_fd_sc_hd__mux2_4 83%, sky130_fd_sc_hd__buf_12 11%, sky130_fd_sc_hd__mux2_2 4.1%",
  "final.fill_count": 328,
  "most_numerous_cell_on_the_critical_path": "sky130_fd_sc_hd__clkdlybuf4s50_1",
  "layout_top_cell": "sky130_fd_sc_hd__clkdlybuf4s50_1",
  "total_cells_reported_by_yosys_after_synthesis": 36,
  "detailed_route_wire_length_on_metal_1_um": 1060,
  "dpl.cell_count": 182,
  "cp_data_required_time_ns": 2.16,
  "pin_count_of_the_biggest_net_entering_global_routing": 12,
  "cp_slowest_cell": "sky130_fd_sc_hd__clkdlybuf4s50_1",
  "floorplan.initialDensity_pct": 15.0,
  "drt_wl_total_um": 2780,
  "cp.buffers_inverters": 3,
  "num_antenna_cells": 0,
  "initialDrtViolationCount": 7,
  "fp.dieArea_um2": 6560,
  "placement.io_buffers": 98,
  "place.detailed.hpwl_um": 2620,
  "tns_ns": 0,
  "unrepaired_setup_endpoints_after_global_routing": "false",
  "syn_area_per_cell_um2": 15.1,
  "synthesis.instances": 36,
  "design.core.area_um2": 3630,
  "hold-path-endpoint": "wb_reg_wr_data_out[7]",
  "grt_antenna_before_repair": 0,
  "timing.hold.worst.start": "mem_wb_mem_result[7]",
  "sequential_area_share_after_synthesis_pct": 0,
  "logic_area_um2": 484,
  "tool_warnings": 32,
  "final_area_um2": 1590,
  "period_used_pct": 95.5,
  "power.static_leakage_uw": 0.000697,
  "worst_path_fanout_max": 11,
  "synth_cell_type_count": 4,
  "detailed_place.area_um2": 1590,
  "route.detailed.drc": 0,
  "flop_area_um2": 0,
  "setup-violations-final": 0,
  "final_layout_size_suffix_gt1_share_pct": 26.9,
  "top_layer_used": "met3",
  "timing.critical_path.slowest_cell_delay_ns": 0.50,
  "cp.arrival_ns": 2.04,
  "num_rows": 22,
  "cts.repair_timing.setup_buffer_count": 0,
  "maxSlewViolCount": 0,
  "run_status": "completed",
  "powerDensity_nw_per_um2": 157,
  "detailedRoute.firstPassIterationCount": 2,
  "die_height_um": 81,
  "n_clock_buffer": 0,
  "post-layout-total-power_uw": 250,
  "postCtsHoldBufs": 0,
  "relative_max_transition_margin_pct": 91.9,
  "layout.cells.non_filler": 182,
  "crit_path_cell_trace": "clkdlybuf4s50_1, nand2_4, buf_12, mux2_4, clkdlybuf4s50_1",
  "track_usage_pct": 7.65,
  "hold_path_class": "in2out",
  "route.antenna.remaining_nets": 0,
  "first_pass_grt_wire_length_um": 4060,
  "cts_resized": 0,
  "largest_area_contributor_in_the_netlist": "sky130_fd_sc_hd__mux2_4",
  "areaGrowthSynthToFinish_pct": 191,
  "ys_area_um2": 544,
  "power.ir.vdd_worst_mv": 0.0556,
  "worstSetupEndpointType": "output pin",
  "finish.utilization_pct": 43.6,
  "path_delay_family": "buffers and inverters",
  "timing_worst_setup_path_type": "in2out",
  "layout_top_cells": "98 x sky130_fd_sc_hd__clkdlybuf4s50_1, 30 x sky130_fd_sc_hd__mux2_4, 3 x sky130_fd_sc_hd__buf_12",
  "finalWeightedCongestion": 0.924,
  "floorplan.io_pins": 98,
  "whs_path_depth": 3,
  "die_w_um": 81,
  "vias_per_cell": 3.85,
  "yosysWarnings": 0,
  "synth.cell_area_um2": 544,
  "dr_wl_met3_um": 393,
  "tightest_slew_ns": 0.121,
  "finalWorstPathRequiredPeriod_ns": 2.58,
  "grt_remaining_overflow": 0,
  "sequential_cell_total": 0,
  "setup.worst_path.start_class": "primary input",
  "grt_pass1_vias": 792,
  "via_count": 701,
  "maxCapViolCount": 0,
  "max_clock_freq_mhz": 388
}
==> per-stage QoR <==
step	setup WS (ns)	hold WS, ns
global route	0.0619	2.13
floorplan	1.09	1.18
global placement	0.124	2.12
detailed placement	0.109	2.12
CTS	0.109	2.12
finish	0.121	2.11
==> Yosys cell counts (all sizes together) <==
cell type / number
mux2: 32
nand2: 1
buf: 3
==> power by group <==
group          internal [uW]  leakage, uW  total (uW)  switching (uW)
Sequential                 0            0           0               0
Combinational            205     0.000697         250            45.1
Clock                      0            0           0               0
Total                    205     0.000697         250            45.1
==> logic make-up after synthesis <==
logic type             Yosys count  share of synthesized area [%]
buffers and inverters            3                           11.0
AND/OR/NAND/NOR                  1                           2.07
multiplexers                    32                           86.9
==> area by class of cell <==
cell class         instances  share of cell area (%)
multi-input cells         33                    30.5
repair buffers           101                    65.7
well taps                 48                    3.79
==> metal layers <==
| metal | global-route usage (%) | vias to the layer above |
|---|---|---|
| li1 | - | 333 |
| met1 | 8.96 | 314 |
| met2 | 13.5 | 54 |
| met3 | 3.23 | 0 |
| met4 | 0 | 0 |
| met5 | 0 | - |
==> tightest hold or removal path, delay by kind of cell <==
kind                   cells  cell delay [ns]
muxes                      1             0.13
buffers and inverters      2             0.90
==> worst max path at each step <==
stage                     start                      to  slack (ns)  cells after the start
CTS           mem_wb_valid_inst   wb_reg_wr_data_out[4]        0.11                      5
finish        mem_wb_valid_inst   wb_reg_wr_data_out[4]        0.12                      5
global route      mem_wb_rd_mem  wb_reg_wr_data_out[30]        0.06                      5
Power figures rest on the tool's default switching activity, not on a simulated workload.
